$ cat flow/config.mk
export PLATFORM = sky130hd
export DESIGN_NAME = UART
export DESIGN_NICKNAME = UART
export VERILOG_FILES = /design/flow/design.v
export SDC_FILE = /design/flow/constraint.sdc
export NUM_CORES = 4
export LEC_CHECK = 1
export CORE_UTILIZATION = 40
$ cat flow/constraint.sdc
current_design UART

set clk_period 2.9
set clk_io_pct 0.2

create_clock -name clk0 -period $clk_period [get_ports {clk}]

set non_clock_inputs [all_inputs -no_clocks]
set_input_delay [expr $clk_period * $clk_io_pct] -clock clk0 $non_clock_inputs
set_output_delay [expr $clk_period * $clk_io_pct] -clock clk0 [all_outputs]
$ cat flow/design.v
module BaudRateGenerator (
    input clk,reset,
    output reg clk_TX,clk_RX
);
reg [15:0] counter_TX,counter_RX;
always @ (posedge clk or posedge reset)
begin
    if (reset==1'b1)
        begin
            counter_TX<=16'd0;
            counter_RX<=16'd0;
            clk_RX<=1'b0;
            clk_TX<=1'b0;
        end
    else
    begin
    if (counter_TX == 16'd833 )
        begin
            clk_TX<=~clk_TX;
            counter_TX<=16'd0;
        end
    else 
        counter_TX<=counter_TX+16'd1;
        if (counter_RX == 16'd52)
        begin
            clk_RX<=~clk_RX;
            counter_RX<=16'd0;
        end
    else 
        counter_RX<=counter_RX+16'd1;
    end
end
endmodule
module RX (
    input clk,reset,RxD,
    output reg valid_rx,
    output Parity_error,Stop_error,
    output [7:0] RxData
);
reg [10:0] RX_reg;
wire parity ;
reg [3:0]RX_counter,clk_counter;
assign parity =^RX_reg[8:1];
assign Parity_error=(parity ^ RX_reg[9]);
assign Stop_error=~RX_reg[10];
assign RxData=RX_reg[8:1];
always @ (posedge clk or posedge reset)
begin
	if (reset==1'b1)
	begin
		RX_reg<=11'b000_0000_0000;
        valid_rx<=1'b0;
		RX_counter<=4'b0000;
	end
	else if (clk_counter == 4'b1000)
	begin 
		if (RxD == 1'b0 && RX_counter==4'b0000)
		begin
			RX_counter<=4'b0001;
            RX_reg[10]<=1'b0;
            valid_rx<=1'b0; 
		end
        else if (RX_counter != 4'b0000)
        begin
			if (RX_counter <4'd11)
			begin
				RX_counter<=RX_counter+4'b0001;
				RX_reg[10]<=RxD;
				RX_reg[9:0]<=RX_reg[10:1];
			end
			else
			begin
				RX_counter<=4'b0000;
                valid_rx<=1'b1; 
			end
        end
	end
end
always @ (posedge clk or posedge reset)
	begin
	if (reset==1'b1)
		clk_counter<=4'b0000;
	else if (clk_counter == 4'd15)
		clk_counter<=4'b0000;	
	else 
		clk_counter<=(clk_counter + 4'b0001);
	end
endmodule
module TX (
	input clk,reset,transmit,
	input [7:0]TxData,
	output reg TxD,busy
);
reg [10:0] TX_reg;
reg [3:0] busy_counter;
wire parity ;
assign parity =^TxData;
always @ (posedge clk or posedge reset)
begin
	if (reset==1'b1)
		TX_reg<=11'b000_0000_0000;
	else
	begin
		if (transmit == 1'b1)
		begin
			TX_reg<={1'b1,parity,TxData,1'b0}; 
			busy_counter<=4'b0001;
		end
		else if (busy_counter !=4'b0000)
		begin
			if (busy_counter <4'd12)
			begin
				busy_counter<=busy_counter+4'b0001;
				TxD<=TX_reg[0];
				TX_reg[9:0]<=TX_reg[10:1];
				TX_reg[10]<=1'b1;
				busy<=1'b1;
			end
			else
			begin
				busy_counter<=4'b0000;
				busy<=1'b0;
			end
		end
		else
			TX_reg<={1'b1,parity,TxData,1'b0}; 
	end
end
endmodule
module UART (
    input clk,reset,transmit,
    input [7:0] TxData,
    output [7:0] RxData,
    output valid_rx,Parity_error,Stop_error,busy
);
wire clk_RX,clk_TX,TxD;
BaudRateGenerator BaudRateGenerator(.clk(clk),.reset(reset),.clk_TX(clk_TX),.clk_RX(clk_RX));
TX TX(.clk(clk_TX),.reset(reset),.transmit(transmit),.TxData(TxData),.TxD(TxD),.busy(busy));
RX RX (.clk(clk_RX),.reset(reset),.RxD(TxD),.valid_rx(valid_rx),.Parity_error(Parity_error),
.Stop_error(Stop_error),.RxData(RxData));
endmodule 
$ cat flow/run.sh
#!/bin/bash
# OpenROAD 26Q1-2900-gdf79404cd8, Yosys 0.63+post, stock flow scripts
make -C /OpenROAD-flow-scripts/flow DESIGN_CONFIG=/design/flow/config.mk WORK_HOME=/design/flow/orfs finish
==> flow_metrics.py <==
# Flow results
metrics = {
    "drt": {
        "wl_per_cell_um": 11.5,
        "drtPass1Iterations": 4,
        "drc": 0,
        "first_iter_violations": 74,
        "antenna_left": 0,
        "viasPerCell": 4.90,
        "antennaDiodeCount": 0,
        "via_count": 2148,
        "totalWireLength_mm": 5.04,
    },
    "clocking": {
        "ctsHoldBuffers": 0,
        "cts_inserted_buffers": 5,
        "cts_tree": "built",
        "cts-resized-gates": 0,
        "cts.htree.levels": 2,
        "cts.clk_slew.worst_paths_ns": 0.07,
        "clock-root-buffer": "clkbuf_8",
        "cts_setup_buffers": 0,
        "worstSkewPairLatency_ns": 0.28,
        "clk_path_buf_depth": 2,
    },
    "synthesis": {
        "netlist_top_cells_area": "dfrtp_1, xnor2_1, edfxtp_1",
        "synth_cell_type_count": 41,
        "synth_area_per_cell_um2": 10.5,
        "most_common_cell": "dfrtp_1",
        "top_area_cell": "dfrtp_1",
        "ys_seq_share_pct": 53.6,
        "edf_count": 6,
        "top_cells_by_count": "dfrtp_1, nor2_1, xnor2_1",
        "netlist.area_leader.share_pct": 48.2,
        "netlist_area_um2": 3320,
        "ys.flops": 70,
        "yosysCellCount": 315,
        "ys_chip_area_um2": 3320,
        "netlist_instances": 315,
        "async_flop_share_pct": 91.4,
        "ys.flop_type": "dfrtp_1",
        "yosys_warnings": 3,
    },
    "die": {
        "fp_util_pct": 42.1,
        "dieArea_um2": 8670,
        "io_pins": 23,
        "fp.dieH_um": 93.1,
        "fp.coreArea_um2": 7890,
        "fp.dieW_um": 93.1,
        "core.rowCount": 32,
    },
    "timing": {
        "relSlewSlack_pct": 60.8,
        "unclocked_regs": 36,
        "finClkSkew_ns": 0.00384,
        "period_needed_ns": 1.89,
        "untimed_endpoints": 54,
        "finalSetupTns_ns": 0,
        "finalHoldViolations": 0,
        "rsz0062_at_grt": "false",
        "finalMaxSlewViolations": 0,
        "tightestPinTransition_ns": 0.587,
        "period_used_pct": 65.3,
        "finalSetupViolations": 0,
        "fmax_ghz": 0.528,
    },
    "global_routing": {
        "use_met1_pct": 21.7,
        "grt_max_degree": 27,
        "busiest_layer": "met1",
        "grt_antenna_before_repair": 0,
        "grt_use_met3_pct": 2.56,
        "met2_usage_pct": 20.0,
        "grt_use_total_pct": 13.3,
        "grt_pass1_wl_mm": 9.21,
        "grt-ovfl-total": 0,
        "grt_pass1_vias": 2069,
    },
    "pwr": {
        "ir_worst_vdd_v": 0.000220,
        "seq_power_share_pct": 52.5,
        "swShare_pct": 22.7,
        "clkPwrFrac_pct": 39.1,
        "power.leakage_nw": 1.60,
        "power.density_nw_per_um2": 245,
        "p_int_mw": 0.702,
        "p_switching_mw": 0.206,
        "pwr-share-comb_pct": 8.4,
    },
    "place": {
        "gp_congestion": 0.811,
        "dp_hpwl_mm": 3.69,
        "portBuffers": 22,
    },
    "job": {
        "warnings": 30,
        "cap_viol_max_count": 0,
    },
    "setup_path": {
        "worst_setup_path_end_kind": "register",
        "crit_start": "BaudRateGenerator.counter_TX[4]",
        "path_class": "register to register",
        "cp.arrival_ns": 2.07,
        "startpoint_type": "register",
        "crit_fanout": 7,
        "cp_data_required_time_ns": 3.08,
        "r2r_cells": 5,
        "r2r-start": "BaudRateGenerator.counter_TX[4]",
    },
    "min_path": {
        "min_from": "BaudRateGenerator.counter_TX[15]",
        "hold-path-cell-count": 1,
        "min_path_type": "register to register",
    },
    "cells_and_area": {
        "final_core_util_pct": 46.9,
        "fillers": 719,
        "area_delta_synth_final_pct": 11.4,
        "layout-drive-gt1-share_pct": 7.74,
    },
    "outcome": {
        "outcome": "finished clean",
    },
}
metal layers:
layer  share of wire (%)  routed length (µm)
met1                  52                2600
met2                  44                2220
met3                 3.1                 157
met4                 1.3                  65
met5                   0                   0
path summary, 6_finish.rpt:
| path | to | slack, ns |
|---|---|---|
| hold reg to reg | BaudRateGenerator.counter_TX[15] | 0.48 |
| max in group asynchronous | BaudRateGenerator.counter_RX[4] | 1.54 |
| setup / recovery | BaudRateGenerator.counter_TX[9] | 1.01 |
| setup reg to reg | BaudRateGenerator.counter_TX[9] | 1.01 |
| min in group asynchronous | BaudRateGenerator.counter_TX[14] | 0.73 |
| hold / removal | BaudRateGenerator.counter_TX[15] | 0.48 |
stage by stage:
step | worst slack [ns] | power, mW | area, µm² | std cells | hold WS [ns]
3_3_place_gp | 1.06 | 0.563 | 3610 | 430 | 0.462
3_5_place_dp | 1.03 | 0.563 | 3610 | 430 | 0.465
2_1_floorplan | 0.722 | 0.533 | 3320 | 315 | 0.446
6_report | 1.01 | 0.908 | 3700 | 438 | 0.475
5_1_grt | 0.862 | 0.954 | 3700 | 438 | 0.487
4_1_cts | 1.01 | 0.920 | 3700 | 438 | 0.479
cell usage in the layout (no fill, tap or decap), types with 2 or more instances in the layout:
master | synthesis | final
xnor2_1 | 34 | 34
ha_1 | 10 | 10
a21oi_1 | 8 | 8
nand3_1 | 12 | 12
or2_2 | 2 | 2
nand4_1 | 3 | 3
o21ai_0 | 8 | 8
inv_1 | 17 | 16
nor2b_1 | 3 | 3
and3_1 | 4 | 4
clkbuf_8 | 0 | 6
nand2_1 | 31 | 31
dfrtp_1 | 64 | 64
nor2_1 | 40 | 40
nor3_1 | 4 | 4
nor4_1 | 5 | 5
xor2_1 | 11 | 11
and4_1 | 2 | 2
buf_4 | 8 | 3
a31oi_1 | 10 | 10
nand2b_1 | 2 | 2
or3_1 | 2 | 2
edfxtp_1 | 6 | 6
clkdlybuf4s50_1 | 0 | 22
mux2_2 | 9 | 9
kinds of logic (layout without fill, tap and decap cells):
group                      count (synthesis)  after routing  synth area share [%]
muxes                                     10             10                  3.35
DFF                                       70             70                  53.6
AOI/OAI and AO/OA                         33             33                  6.14
xor gates and xnor gates                  45             45                  11.9
adders and majority gates                 10             10                  3.77
buffers and inverters                     29             50                  4.41
and+or+nand+nor                          118            118                  16.8
power groups by stage:
stage,sequential (mW),combinational (mW),clock [mW]
global route,0.476,0.0870,0.391
CTS,0.476,0.0783,0.366
finish,0.476,0.0762,0.355
final cells by class:
cell class	count	area, µm²	share of cell area (%)
Sequential cell	70	1780	48.1
Timing Repair Buffer	25	243	6.56
Clock buffer	7	86.3	2.33
Multi-Input combinational cell	216	1390	37.7
Inverter	17	63.8	1.72
Tap cell	102	128	3.45
Clock inverter	1	5.00	0.135
worst max-delay path, stage by stage (launching register included):
cell and delay, ns:
dfrtp_1 0.41, or4b_1 0.50, nor4_1 0.18, and4_1 0.41
o21ai_2 0.10, a22o_1 0.18
Power and IR drop assume default switching activity.
